### /design/flow/design.v
module ALU (
    input [31:0] A,
    input [31:0] B,
    input [5:0] ALU_CTRL,
    output reg [31:0] ALU_OUT,
    output reg Z
);
always @(*) begin
    case (ALU_CTRL)
        6'b100000: ALU_OUT = A + B;       
        6'b100001: ALU_OUT = A + B;       
        6'b100010: ALU_OUT = A - B;       
        6'b100011: ALU_OUT = A - B;       
        6'b100100: ALU_OUT = A & B;       
        6'b100101: ALU_OUT = A | B;       
        6'b100110: ALU_OUT = A ^ B;       
        6'b100111: ALU_OUT = ~(A | B);    
        6'b101010: ALU_OUT = (A < B) ? 1 : 0;   
        6'b101011: ALU_OUT = (A < B) ? 1 : 0;   
        6'b000000: ALU_OUT = B << A;      
        6'b000010: ALU_OUT = B >> A;      
        6'b000011: ALU_OUT = $signed(B) >>> A;  
        6'b011000: ALU_OUT = A * B;       
        6'b011010: ALU_OUT = A / B;       
        6'b101100: ALU_OUT = (A < $signed(B)) ? 1 : 0;   
        6'b101101: ALU_OUT = (A < $unsigned(B)) ? 1 : 0;  
        default: ALU_OUT = 32'b0;
    endcase
    Z = (ALU_OUT == 32'b0) ? 1 : 0;
end
endmodule
module DATA_MEM (
    input clk,
    input [31:0] MEM_ADDR,
    input [31:0] MEM_WDATA,
    input MEM_WEN,
    input MEM_REN,
    input WRITE_MF,
    output reg [31:0] MEM_RDATA
);
reg [31:0] DATA_MEM [0:31]; 
always @(posedge clk) begin
    if (MEM_WEN && WRITE_MF) begin
        DATA_MEM[MEM_ADDR] <= MEM_WDATA;
    end
    if (MEM_REN) begin
        MEM_RDATA <= DATA_MEM[MEM_ADDR];
    end
end
initial begin
    DATA_MEM[0] <= 32'b00000001;
    DATA_MEM[1] <= 32'b00000001;
    DATA_MEM[2] <= 32'b00000001;
    DATA_MEM[3] <= 32'b00000001;
    DATA_MEM[4] <= 32'b00000001;
    DATA_MEM[5] <= 32'b00000001;
    DATA_MEM[6] <= 32'b00000001;
    DATA_MEM[7] <= 32'b00000001;
    DATA_MEM[8] <= 32'b11111111;
    DATA_MEM[9] <= 32'b11111111;
    DATA_MEM[10] <= 32'b00001010;
    DATA_MEM[11] <= 32'd0;
    DATA_MEM[12] <= 32'd0;
    DATA_MEM[13] <= 32'd0;
    DATA_MEM[14] <= 32'd0;
    DATA_MEM[15] <= 32'd0;
    DATA_MEM[16] <= 32'd0;
    DATA_MEM[17] <= 32'd0;
    DATA_MEM[18] <= 32'd0;
    DATA_MEM[19] <= 32'd0;
    DATA_MEM[20] <= 32'd0;
    DATA_MEM[21] <= 32'd0;
    DATA_MEM[22] <= 32'd0;
    DATA_MEM[23] <= 32'd0;
    DATA_MEM[24] <= 32'd0;
    DATA_MEM[25] <= 32'd0;
    DATA_MEM[26] <= 32'd0;
    DATA_MEM[27] <= 32'd0;
    DATA_MEM[28] <= 32'd0;
    DATA_MEM[29] <= 32'd0;
    DATA_MEM[30] <= 32'd0;
    DATA_MEM[31] <= 32'd0;
end
endmodule
module INSTR_MEM(
    input [4:0] PC,
    output reg [31:0] IR
);
    reg [31:0] INSTR_MEM[0:31]; 
    initial begin
        INSTR_MEM[0]  = 32'b00110100000001000000000000001010;  
        INSTR_MEM[1]  = 32'b00110100000001010000000000000001;  
        INSTR_MEM[2]  = 32'b00110100000001100000000000000010;  
        INSTR_MEM[3]  = 32'b00000000101001100001000000100000;  
        INSTR_MEM[4]  = 32'b00000001100000000010100000100000;  
        INSTR_MEM[5]  = 32'b00000000010000000011000000100000;  
        INSTR_MEM[6]  = 32'b00100000100001001111111111111111;  
        INSTR_MEM[7]  = 32'b00011100100000001111111111111011;  
        INSTR_MEM[8]  = 32'b00000000000000000000000000000000;  
        INSTR_MEM[9]  = 32'b00000000000000000000000000000000;  
        INSTR_MEM[10] = 32'b00000000000000000000000000000000;  
        INSTR_MEM[11] = 32'b00000000000000000000000000000000;  
        INSTR_MEM[12] = 32'b00000000000000000000000000000000;  
        INSTR_MEM[13] = 32'b00000000000000000000000000000000;  
        INSTR_MEM[14] = 32'b00000000000000000000000000000000;  
        INSTR_MEM[15] = 32'b00000000000000000000000000000000;  
        INSTR_MEM[16] = 32'b00000000000000000000000000000000;  
        INSTR_MEM[17] = 32'b00000000000000000000000000000000;  
        INSTR_MEM[18] = 32'b00000000000000000000000000000000;  
        INSTR_MEM[19] = 32'b00000000000000000000000000000000;  
        INSTR_MEM[20] = 32'b00000000000000000000000000000000;  
        INSTR_MEM[21] = 32'b00000000000000000000000000000000;  
        INSTR_MEM[22] = 32'b00000000000000000000000000000000;  
        INSTR_MEM[23] = 32'b00000000000000000000000000000000;  
        INSTR_MEM[24] = 32'b00000000000000000000000000000000;  
        INSTR_MEM[25] = 32'b00000000000000000000000000000000;  
        INSTR_MEM[26] = 32'b00000000000000000000000000000000;  
        INSTR_MEM[27] = 32'b00000000000000000000000000000000;  
        INSTR_MEM[28] = 32'b00000000000000000000000000000000;  
        INSTR_MEM[29] = 32'b00000000000000000000000000000000;  
        INSTR_MEM[30] = 32'b00000000000000000000000000000000;  
        INSTR_MEM[31] = 32'b00000000000000000000000000000000;  
    end
    always @(PC) begin
        IR = INSTR_MEM[PC];
    end
endmodule
module PROCESSOR(
    input clk,
    input WRITE_MF,
    output reg [31:0] reg0,
    output reg [31:0] reg1,
    output reg [31:0] reg2,
    output reg [31:0] reg3,
    output reg [31:0] reg4,
    output reg [31:0] reg5,
    output reg [31:0] reg6,
    output reg [31:0] reg7,
    output reg [31:0] reg8,
    output reg [31:0] reg9,
    output reg [31:0] reg10,
    output reg [31:0] reg11,
    output reg [31:0] reg12,
    output reg [31:0] reg13,
    output reg [31:0] reg14,
    output reg [31:0] reg15,
    output reg [31:0] reg16,
    output reg [31:0] reg17,
    output reg [31:0] reg18,
    output reg [31:0] reg19,
    output reg [31:0] reg20,
    output reg [31:0] reg21,
    output reg [31:0] reg22,
    output reg [31:0] reg23,
    output reg [31:0] reg24,
    output reg [31:0] reg25,
    output reg [31:0] reg26,
    output reg [31:0] reg27,
    output reg [31:0] reg28,
    output reg [31:0] reg29,
    output reg [31:0] reg30,
    output reg [31:0] reg31,
    output reg instruction_executed 
);
    reg [31:0] GPR [31:0] ;
    reg [4:0] PC ;
    wire [31:0] IR ;
    reg [31:0] ALU_IN ;
    reg [31:0] ALU_IN2 ;
    wire [31:0] ALU_OUT ;
    reg [5:0] ALU_CTRL ;
    reg [31:0] MEM_ADDR ;
    reg [31:0] MEM_WDATA ;
    reg MEM_WEN ;
    reg MEM_REN ;
    wire [31:0] MEM_RDATA ;
    reg [3:0] state ;
    ALU ALU1(
        .A(ALU_IN),
        .B(ALU_IN2),
        .ALU_CTRL(ALU_CTRL),
        .ALU_OUT(ALU_OUT)
    );
    DATA_MEM DATA_MEM1(
        .clk(clk),
        .MEM_ADDR(MEM_ADDR),
        .MEM_WDATA(MEM_WDATA),
        .MEM_WEN(MEM_WEN),
        .MEM_REN(MEM_REN),
        .WRITE_MF(WRITE_MF),
        .MEM_RDATA(MEM_RDATA)
    );
    INSTR_MEM INSTR_MEM1(
        .PC(PC),
        .IR(IR)
    );
    initial begin
        ALU_IN = 32'b0 ;
        ALU_IN2 = 32'b0 ;
        ALU_CTRL = 6'b0 ;
        MEM_ADDR = 32'b0 ;
        MEM_WDATA = 32'b0 ;
        MEM_WEN = 1'b0 ;
        MEM_REN = 1'b0 ;
        PC = 5'b0 ;
        GPR[0] = 32'b0 ; 
        GPR[1] = 32'b0 ;
        GPR[2] = 32'b0 ;
        GPR[3] = 32'b0 ;
        GPR[4] = 32'b0 ;
        GPR[5] = 32'b0 ;
        GPR[6] = 32'b0 ;
        GPR[7] = 32'b0 ;
        GPR[8] = 32'b0 ;
        GPR[9] = 32'b0 ;
        GPR[10] = 32'b0 ;
        GPR[11] = 32'b0 ;
        GPR[12] = 32'b0 ;
        GPR[13] = 32'b0 ;
        GPR[14] = 32'b0 ;
        GPR[15] = 32'b0 ;
        GPR[16] = 32'b0 ;
        GPR[17] = 32'b0 ;
        GPR[18] = 32'b0 ;
        GPR[19] = 32'b0 ;
        GPR[20] = 32'b0 ;
        GPR[21] = 32'b0 ;
        GPR[22] = 32'b0 ;
        GPR[23] = 32'b0 ;
        GPR[24] = 32'b0 ;
        GPR[25] = 32'b0 ;
        GPR[26] = 32'b0 ;
        GPR[27] = 32'b0 ;
        GPR[28] = 32'b0 ;
        GPR[29] = 32'b0 ;
        GPR[30] = 32'b0 ;
        GPR[31] = 32'b0 ;  
        state = 0 ;  
    end
    always @(posedge clk) begin
        case( IR[31:26] )
            6'b000000: begin  
                if( IR[5:0] == 6'b001000 ) begin  
                    PC = GPR[IR[25:21]] ;
                    state = 0 ;
                end 
                else if( IR[5:0] == 6'b001001 ) begin  
                    if( state == 0 ) begin
                        GPR[IR[15:11]] = PC ;
                        state = 1 ;
                    end else begin
                        PC = GPR[IR[25:21]] ;
                        state = 0 ;
                    end                    
                end 
                else begin
                    if( state == 0 ) begin
                        ALU_IN = GPR[IR[25:21]] ;
                        ALU_IN2 = GPR[IR[20:16]] ;
                        ALU_CTRL = IR[5:0] ;
                        state = 1 ;
                    end
                    else if( state == 1 ) begin
                        GPR[IR[15:11]] = ALU_OUT ;
                        state = 0 ;
                        PC = PC + 1 ;
                    end
                end
            end
            6'b001000: begin  
                if( state == 0 ) begin
                    ALU_IN = GPR[IR[25:21]] ;
                    ALU_IN2 = IR[15:0] ;
                    ALU_CTRL = 6'b100000 ;
                    state = 1 ;
                end
                else if( state == 1 ) begin
                    GPR[IR[20:16]] = ALU_OUT ;
                    state = 0 ;
                    PC = PC + 1 ;
                end
            end
            6'b001001: begin  
                if( state == 0 ) begin
                    ALU_IN = GPR[IR[25:21]] ;
                    ALU_IN2 = IR[15:0] ;
                    ALU_CTRL = 6'b100001 ;
                    state = 1 ;
                end
                else if( state == 1 ) begin
                    GPR[IR[20:16]] = ALU_OUT ;
                    state = 0 ;
                    PC = PC + 1 ;
                end
            end
            6'b001100: begin  
                if( state == 0 ) begin
                    ALU_IN = GPR[IR[25:21]] ;
                    ALU_IN2 = IR[15:0] ;
                    ALU_CTRL = 6'b100100 ;
                    state = 1 ;
                end
                else if( state == 1 ) begin
                    GPR[IR[20:16]] = ALU_OUT ;
                    state = 0 ;
                    PC = PC + 1 ;
                end
            end
            6'b001101: begin  
                if( state == 0 ) begin
                    ALU_IN = GPR[IR[25:21]] ;
                    ALU_IN2 = IR[15:0] ;
                    ALU_CTRL = 6'b100101 ;
                    state = 1 ;
                end
                else if( state == 1 ) begin
                    GPR[IR[20:16]] = ALU_OUT ;
                    state = 0 ;
                    PC = PC + 1 ;
                end
            end
            6'b001010: begin  
                if( state == 0 ) begin
                    ALU_IN = GPR[IR[25:21]] ;
                    ALU_IN2 = IR[15:0] ;
                    ALU_CTRL = 6'b101010 ;
                    state = 1 ;
                end
                else if( state == 1 ) begin
                    GPR[IR[20:16]] = ALU_OUT ;
                    state = 0 ;
                    PC = PC + 1 ;
                end
            end
            6'b001011: begin  
                if( state == 0 ) begin
                    ALU_IN = GPR[IR[25:21]] ;
                    ALU_IN2 = IR[15:0] ;
                    ALU_CTRL = 6'b101011 ;
                    state = 1 ;
                end
                else if( state == 1 ) begin
                    GPR[IR[20:16]] = ALU_OUT ;
                    state = 0 ;
                    PC = PC + 1 ;
                end
            end
            6'b001110: begin  
                if( state == 0 ) begin
                    ALU_IN = GPR[IR[25:21]] ;
                    ALU_IN2 = IR[15:0] ;
                    ALU_CTRL = 6'b100110 ;
                    state = 1 ;
                end
                else if( state == 1 ) begin
                    GPR[IR[20:16]] = ALU_OUT ;
                    state = 0 ;
                    PC = PC + 1 ;
                end
            end
            6'b000100: begin  
                if( GPR[IR[25:21]] == GPR[IR[20:16]] ) begin
                    PC = PC + IR[15:0] ;
                end
                else begin
                    PC = PC + 1 ;
                end
            end
            6'b000001: begin  
                if( IR[20] == 1 ) begin
                    if( GPR[IR[25:21]] >= 0 ) begin
                        PC = PC + IR[15:0] ;
                    end
                    else begin
                        PC = PC + 1 ;
                    end
                end
                else begin
                    if( GPR[IR[25:21]] < 0 ) begin
                        PC = PC + IR[15:0] ;
                    end
                    else begin
                        PC = PC + 1 ;
                    end
                end
            end
            6'b000111: begin  
                if( GPR[IR[25:21]] > 0 ) begin
                    PC = PC + IR[15:0] ;
                end
                else begin
                    PC = PC + 1 ;
                end
            end
            6'b000110: begin  
                if( GPR[IR[25:21]] <= 0 ) begin
                    PC = PC + IR[15:0] ;
                end
                else begin
                    PC = PC + 1 ;
                end
            end
            6'b000101: begin  
                if( GPR[IR[25:21]] != GPR[IR[20:16]] ) begin
                    PC = PC + IR[15:0] ;
                end
                else begin
                    PC = PC + 1 ;
                end
            end
            6'b000010: begin  
                PC = PC + IR[25:0] ;
            end
            6'b000011: begin  
                if( state == 0 ) begin
                    GPR[31] = PC ;
                    state = 1 ;
                end else begin
                    PC = PC + IR[25:0] ;
                    state = 0 ;
                end
            end       
            6'b100011: begin  
                if (state == 0) begin
                    ALU_IN = GPR[IR[25:21]] ;
                    ALU_IN2 = IR[15:0] ;
                    ALU_CTRL = 6'b100000 ;
                    state = 1 ;
                end
                else if (state == 1) begin
                    MEM_ADDR = ALU_OUT ;
                    MEM_REN = 1'b1 ;
                    state = 2 ;
                end
                else if (state == 2) begin
                    state = 3 ;
                end
                else if (state == 3) begin
                    GPR[IR[20:16]] = MEM_RDATA ;
                    MEM_REN = 1'b0 ;
                    state = 0 ;
                    PC = PC + 1 ;
                end
            end
            6'b101011: begin  
                if (state == 0) begin
                    ALU_IN = GPR[IR[25:21]] ;
                    ALU_IN2 = IR[15:0] ;
                    ALU_CTRL = 6'b100000 ;
                    state = 1 ;
                end
                else if (state == 1) begin
                    MEM_ADDR = ALU_OUT ;
                    MEM_WDATA = GPR[IR[20:16]] ;
                    MEM_WEN = 1'b1 ;
                    state = 2 ;
                end
                else if (state == 2) begin
                    state = 3 ;
                end
                else if (state == 3) begin
                    MEM_WEN = 1'b0 ;
                    PC = PC + 1 ;
                    state = 0 ;
                end
            end
        endcase
        instruction_executed <= 1;
        reg0 <= GPR[0];
        reg1 <= GPR[1];
        reg2 <= GPR[2];
        reg3 <= GPR[3];
        reg4 <= GPR[4];
        reg5 <= GPR[5];
        reg6 <= GPR[6];
        reg7 <= GPR[7];
        reg8 <= GPR[8];
        reg9 <= GPR[9];
        reg10 <= GPR[10];
        reg11 <= GPR[11];
        reg12 <= GPR[12];
        reg13 <= GPR[13];
        reg14 <= GPR[14];
        reg15 <= GPR[15];
        reg16 <= GPR[16];
        reg17 <= GPR[17];
        reg18 <= GPR[18];
        reg19 <= GPR[19];
        reg20 <= GPR[20];
        reg21 <= GPR[21];
        reg22 <= GPR[22];
        reg23 <= GPR[23];
        reg24 <= GPR[24];
        reg25 <= GPR[25];
        reg26 <= GPR[26];
        reg27 <= GPR[27];
        reg28 <= GPR[28];
        reg29 <= GPR[29];
        reg30 <= GPR[30];
        reg31 <= GPR[31];
        #10;
        instruction_executed <= 0;
    end
endmodule
### /design/flow/run.sh
#!/bin/bash
# OpenROAD 26Q1-2900-gdf79404cd8, Yosys 0.63+post, stock flow scripts
make -C /OpenROAD-flow-scripts/flow DESIGN_CONFIG=/design/flow/config.mk WORK_HOME=/design/flow/orfs finish
### /design/flow/config.mk
export PLATFORM = sky130hd
export DESIGN_NAME = PROCESSOR
export DESIGN_NICKNAME = PROCESSOR
export VERILOG_FILES = /design/flow/design.v
export SDC_FILE = /design/flow/constraint.sdc
export NUM_CORES = 4
export LEC_CHECK = 1
export CORE_UTILIZATION = 50
### /design/flow/constraint.sdc
current_design PROCESSOR

set clk_period 271.4
set clk_io_pct 0.2

create_clock -name clk0 -period $clk_period [get_ports {clk}]

set non_clock_inputs [all_inputs -no_clocks]
set_input_delay [expr $clk_period * $clk_io_pct] -clock clk0 $non_clock_inputs
set_output_delay [expr $clk_period * $clk_io_pct] -clock clk0 [all_outputs]
==> flow_summary.html <==
<!-- implementation run metrics -->
<table>
<tr><th>Metric</th><th>Value</th></tr>
<tr><th colspan="2">Synth</th></tr>
<tr><td>Post-synthesis cell count</td><td>between 10000 and 15000</td></tr>
<tr><td>Share of synthesized registers carrying an async set or reset</td><td>0%</td></tr>
<tr><td>Avg Synthesized Cell Area</td><td>8.98 µm²</td></tr>
<tr><td>Synth Register Bits</td><td>2127</td></tr>
<tr><td>Sequential share of the synthesized area</td><td>between 30% and 40%</td></tr>
<tr><td>Most instantiated flip-flop cell in the synthesis netlist</td><td>sky130_fd_sc_hd__dfxtp_1</td></tr>
<tr><td>YS chip area</td><td>111000 µm²</td></tr>
<tr><td>Number of library cell types mapped by synthesis</td><td>113</td></tr>
<tr><td>Ys cells</td><td>12300</td></tr>
<tr><td>Count of flip-flops with a built-in enable after synthesis</td><td>79</td></tr>
<tr><td>Post-Syn Area</td><td>between 100000 and 150000 µm²</td></tr>
<tr><td>Yosys warnings</td><td>5</td></tr>
<tr><th colspan="2">Clock network</th></tr>
<tr><td>Longest Clk Path Bufs</td><td>3</td></tr>
<tr><td>Post-CTS Setup Repair Bufs</td><td>0</td></tr>
<tr><td>Number of clock sinks</td><td>2127</td></tr>
<tr><td>CTS resizes</td><td>0</td></tr>
<tr><td>Level count of the clock H-tree</td><td>4</td></tr>
<tr><td>Number of hold-repair buffers added at the cts stage</td><td>0</td></tr>
<tr><td>Total clock buffers created by CTS</td><td>185</td></tr>
<tr><td>Root buffer selected by CTS</td><td>sky130_fd_sc_hd__clkbuf_16</td></tr>
<tr><th colspan="2">Global routing</th></tr>
<tr><td>Vias in the first global route</td><td>107000</td></tr>
<tr><td>Global-route usage over all layers</td><td>57.9%</td></tr>
<tr><td>Gr ovfl total</td><td>716</td></tr>
<tr><td>Maximum number of pins on one net before global-route repair</td><td>64</td></tr>
<tr><td>Global-route wire length before repair</td><td>869000 µm</td></tr>
<tr><th colspan="2">Run status</th></tr>
<tr><td>Error msg</td><td>[ERROR GRT-0116] Global routing finished with congestion. Check the congestion regions in the DRC Viewer.</td></tr>
<tr><td>Failing step</td><td>global routing (5_1_grt)</td></tr>
<tr><td>Outcome</td><td>stopped before the end</td></tr>
<tr><th colspan="2">Floorplan</th></tr>
<tr><td>Effective utilization at floorplan</td><td>50.3%</td></tr>
<tr><td>Total number of placement rows</td><td>172</td></tr>
<tr><td>Vert. Die Dim</td><td>between 400 and 500 µm</td></tr>
<tr><td>Number of ports placed on the die boundary</td><td>just over 1000</td></tr>
<tr><td>Overall die width</td><td>472 µm</td></tr>
<tr><th colspan="2">Placement</th></tr>
<tr><td>DP Cell Count</td><td>15400</td></tr>
<tr><td>Detailed placement HPWL</td><td>between 300000 and 400000 µm</td></tr>
<tr><td>Placement-stage cell area</td><td>approximately 120000 µm²</td></tr>
<tr><td>Worst Setup Slack post-DPL</td><td>184680 ps</td></tr>
<tr><td>Number of buffers added on ports</td><td>slightly above 1000</td></tr>
<tr><td>Placer Congestion</td><td>roughly 1.1</td></tr>
</table>
## Yosys cell counts, types with 48 or more instances
| master | number | share of area [%] |
|---|---|---|
| sky130_fd_sc_hd__dfxtp_1 | 2048 | 37 |
| sky130_fd_sc_hd__nand2_1 | 1358 | 4.6 |
| sky130_fd_sc_hd__clkbuf_1 | 1114 | 3.8 |
| sky130_fd_sc_hd__nor2_1 | 910 | 3.1 |
| sky130_fd_sc_hd__ha_1 | 764 | 8.6 |
| sky130_fd_sc_hd__inv_1 | 715 | 2.4 |
| sky130_fd_sc_hd__a21oi_1 | 672 | 3.0 |
| sky130_fd_sc_hd__o21ai_0 | 655 | 3.0 |
| sky130_fd_sc_hd__fa_1 | 411 | 7.4 |
| sky130_fd_sc_hd__xnor2_1 | 335 | 2.7 |
| sky130_fd_sc_hd__nor3_1 | 206 | 0.93 |
| sky130_fd_sc_hd__a21o_1 | 204 | 1.4 |
| sky130_fd_sc_hd__nand3_1 | 184 | 0.83 |
| sky130_fd_sc_hd__xor2_1 | 179 | 1.4 |
| sky130_fd_sc_hd__a22oi_1 | 138 | 0.94 |
| sky130_fd_sc_hd__o21a_1 | 136 | 0.92 |
| sky130_fd_sc_hd__mux2i_1 | 116 | 1.1 |
| sky130_fd_sc_hd__a211oi_1 | 109 | 0.74 |
| sky130_fd_sc_hd__a31oi_1 | 102 | 0.58 |
| sky130_fd_sc_hd__nand4_1 | 101 | 0.57 |
| sky130_fd_sc_hd__mux2_2 | 96 | 0.98 |
| sky130_fd_sc_hd__o211ai_1 | 88 | 0.60 |
| sky130_fd_sc_hd__nand2b_1 | 85 | 0.48 |
| sky130_fd_sc_hd__and3_1 | 84 | 0.48 |
| sky130_fd_sc_hd__buf_1 | 80 | 0.27 |
| sky130_fd_sc_hd__edfxtp_1 | 79 | 2.1 |
| sky130_fd_sc_hd__a22o_1 | 76 | 0.60 |
| sky130_fd_sc_hd__nor4_1 | 73 | 0.41 |
| sky130_fd_sc_hd__or3_1 | 70 | 0.40 |
| sky130_fd_sc_hd__o31ai_1 | 66 | 0.45 |
| sky130_fd_sc_hd__a222oi_1 | 64 | 0.58 |
| sky130_fd_sc_hd__o22ai_1 | 59 | 0.33 |
| sky130_fd_sc_hd__or2_2 | 55 | 0.31 |
| sky130_fd_sc_hd__and2_1 | 53 | 0.30 |
| sky130_fd_sc_hd__nor2b_1 | 53 | 0.30 |
| sky130_fd_sc_hd__o21bai_1 | 49 | 0.33 |
| sky130_fd_sc_hd__a311oi_1 | 48 | 0.38 |
## per-layer routing
metal | global-route usage [%] | overflow
met2 | 76.8 | 223
met4 | 40.4 | 154
met3 | 36.7 | 193
met5 | 16.2 | 38
met1 | 66.8 | 108
## cell families after synthesis
logic type / after synthesis / synth area share (%)
adder cells (fa/ha/maj): 1175 / 16.1
other: 1 / 0.00339
AND-OR/OR-AND: 2969 / 18.0
flip-flops: 2127 / 39.2
AND/OR/NAND/NOR: 3345 / 13.6
XOR/XNOR: 514 / 4.07
buffers and inverters: 1952 / 6.68
multiplexers: 225 / 2.28
